==> design/flow/design.v <==
module Clocked_logic
	(input i_Clk,
	 input i_Switch_1,
	 output o_LED_1);
	reg r_LED_1 = 1'b0;
	reg r_Switch_1 = 1'b0;
	wire w_Switch_1;
	Debounce_Switch Inst
		(.i_Clk(i_Clk),
		 .i_Switch(i_Switch_1),
		 .o_Switch(w_Switch_1));
	always @(posedge i_Clk)
		begin
			r_Switch_1 <= w_Switch_1;
			if(w_Switch_1 == 1'b0 && r_Switch_1 == 1'b1)
				begin
					r_LED_1 <= ~r_LED_1;
				end
		end
	assign o_LED_1 = r_LED_1;
endmodule
module Debounce_Switch
(
	input  i_Clk,
	input i_Switch,
	output o_Switch
);
	parameter c_DEBOUNCE_LIMIT = 250000;  
	reg r_State = 1'b0;
	reg [17:0] r_Count = 0;  
	always @(posedge i_Clk)
		begin
			if(i_Switch != r_State && r_Count < c_DEBOUNCE_LIMIT)  
				r_Count <= r_Count + 1;
			else if (r_Count == c_DEBOUNCE_LIMIT)  
				begin
					r_Count <= 0;
					r_State <= i_Switch;
				end
			else
				r_Count <= 0;
		end
	assign o_Switch = r_State;
endmodule 
==> design/flow/run.sh <==
#!/bin/bash
# OpenROAD 26Q1-2900-gdf79404cd8, Yosys 0.63+post, stock flow scripts
make -C /OpenROAD-flow-scripts/flow DESIGN_CONFIG=/design/flow/config.mk WORK_HOME=/design/flow/orfs finish
==> design/flow/config.mk <==
export PLATFORM = sky130hd
export DESIGN_NAME = Clocked_logic
export DESIGN_NICKNAME = Clocked_logic
export VERILOG_FILES = /design/flow/design.v
export SDC_FILE = /design/flow/constraint.sdc
export NUM_CORES = 4
export LEC_CHECK = 1
export CORE_AREA = 10 10 79 79
export DIE_AREA = 0 0 89 89
==> design/flow/constraint.sdc <==
current_design Clocked_logic

set clk_period 4.0
set clk_io_pct 0.2

create_clock -name clk0 -period $clk_period [get_ports {i_Clk}]

set non_clock_inputs [all_inputs -no_clocks]
set_input_delay [expr $clk_period * $clk_io_pct] -clock clk0 $non_clock_inputs
set_output_delay [expr $clk_period * $clk_io_pct] -clock clk0 [all_outputs]
==> changes_impl.md <==
### Changed

- Min-Delay Path Class: reg -> reg
- Via Count: 673
- Die height: 89 µm
- Most common reg cell: dfxtp_1
- Leakage power: 0.354 nW
- Number of buffers and inverters on the critical path: 1
- Drt first-iter violations: 47
- Synth flops: 21
- CORE AREA: 0.00466 mm²
- Setup TNS: 0 ns
- CTS sink count: 21
- Clk Latency, worst-skew pair: 0.26 ns
- Comb area: 499 µm²
- Synth warnings: 2
- Init Core Util: 0.211
- Detailed placement HPWL: 1120 µm
- Layout cell share with drive strength beyond 1: 0.0926
- Worst EP arrival: 1.09 ns
- PostCTS Resize Cnt: 0
- Ys cells: 104
- # port buffers: 2
- Final setup fails: 0
- First-pass GRT wire length: 2820 µm
- Mapped cell area: 982 µm²
- Root buffer cell: clkbuf_8
- Initial antenna violation count: 0
- Die footprint: 0.00792 mm²
- OpenROAD warnings: 26
- Wire per inst: 9.68 µm
- Drt drc: 0
- Crit path time final: 1.89 ns
- Tcrit/Tclk final: 0.471
- Vias per Instance: 4.15
- Pre-antenna DRT Iters: 4
- Largest net degree at the start of global routing: 19
- CTS tree: yes
- Fmax: 530 MHz
- Final max-slew violation count: 0
- Pwr dens: 331 mW/mm²
- Crit path kind: reg -> out
- Total CTS buffers: 3
- Tot Pwr: 363 µW
- Slew @ Worst Pin: 0.745 ns
- Routability congestion estimate: 0.816
- Outcome: finished, final reports clean
- RSZ-0062 raised after global routing: no
- Slowest CP cell: clkdlybuf4s50_1
- Worst path max stage delay: 0.48 ns
- Async S/R FF share, synth: 0
- Critical path endpoint category: primary output
- Vias in the first global route: 671
- Die x size: 89 µm
- Ant diodes: 0
- GRT Util Overall: 0.0423
- H-tree depth: 1
- YS chip area: 982 µm²
- Post-route insts no fill: 162
- Syn Area/Cell: 9.44 µm²
- Crit path launch type: flop
- Cts hold-fix bufs: 0
- Worst-path clk slew: 0.07 ns
- Core Rows: 25
- Critical-path cell list: clkdlybuf4s50_1
- Family with the most delay on the worst path: buffers and inverters
- Placed cells: 158
- Final wirelength: 1570 µm
- Relative slew slack: 0.503
- Final hold violation count: 0
- Critical Path Fanout Max: 2
- Post-CTS Setup Bufs: 0
- FF+latch area: 440 µm²
- IO Count: 3
- Clock Path Buffers: 2
- Clock Skews: 0.00351 ns
- Layout area overhead: 11.8%
- Worst vdd ir: 0.0876 mV
- Post-route ant nets: 0
- Fill cell count: 487
- Max cap viols: 0
- Number of enable flip-flop cells: 2
- Critical path required time: 3.20 ns
- Congestion Overflow GR: 0
- Post-synth cell types: 24
- Cells after Synth: 104
- Synth Seq Share: 0.448
metal layers:
layer,GRT usage,up-vias,part of all wire
met2,0.0698,7,0.43
met5,0,-,0
met3,0.00643,5,0.020
met4,0.0101,0,0.031
li1,-,358,-
met1,0.0569,303,0.51
registers in the layout (all words and copies together), names as in the netlist:
register	count
Inst.r_Count	18
r_LED_1	1
Inst.r_State	1
r_Switch_1	1
through the flow:
| stage | hold slack, ns | setup slack, ns | utilization | cell area, µm² |
|---|---|---|---|---|
| final | 0.433 | 2.11 | 0.236 | 1100 |
| after global routing | 0.462 | 2.05 | 0.236 | 1100 |
| after CTS | 0.443 | 2.09 | 0.236 | 1100 |
| after detailed placement | 0.425 | 2.01 | 0.226 | 1050 |
| after global placement | 0.425 | 2.03 | 0.226 | 1050 |
| after floorplan | 0.390 | 2.54 | - | 982 |
cells in the mapped netlist, types with 2 or more instances:
library cell / n / area share
inv_1: 7 / 0.027
nor2_1: 24 / 0.092
nor3_1: 4 / 0.020
nand4_1: 3 / 0.019
dfxtp_1: 19 / 0.39
nand3_1: 5 / 0.025
xnor2_1: 14 / 0.12
edfxtp_1: 2 / 0.061
xor2_1: 2 / 0.018
nor4_1: 5 / 0.032
ha_1: 2 / 0.025
nand2_1: 5 / 0.019
cell type report:
type / instances / area share
multi-input combinational: 74 / 0.454
sequential: 21 / 0.401
tap: 54 / 0.0615
clock buffer: 4 / 0.0410
inverter: 7 / 0.0239
timing repair buffer: 2 / 0.0182
layout by cell type, fill, tap and decap left out, types with 3 or more instances in the layout:
master / count
nand4_1: 3
inv_1: 7
clkbuf_8: 3
nor2_1: 24
xnor2_1: 14
nand3_1: 5
dfxtp_1: 19
nor3_1: 4
nand2_1: 5
nor4_1: 5
final timing paths:
check / from / end / slack [ns] / depth (start not counted)
worst max register to register: Inst.r_Count[5] / Inst.r_Count[9] / 2.31 / 4
worst min-delay path: Inst.r_State / r_Switch_1 / 0.43 / 0
worst max-delay path: r_LED_1 / o_LED_1 / 2.11 / 1
worst min register to register: Inst.r_State / r_Switch_1 / 0.43 / 0
kinds of logic (layout without fill, tap and decap cells):
| family | count (synthesis) | count (layout) | synth area share |
|---|---|---|---|
| simple gates | 53 | 53 | 0.304 |
| flops | 21 | 21 | 0.448 |
| xor+xnor | 16 | 16 | 0.143 |
| buf+inv | 9 | 13 | 0.0433 |
| compound gates | 3 | 3 | 0.0357 |
| fa+ha+maj | 2 | 2 | 0.0255 |
power breakdown:
group / internal, mW / total, mW / leakage (nW) / switching, mW
Sequential: 0.214 / 0.218 / 0.172 / 0.00345
Combinational: 0.00462 / 0.0110 / 0.159 / 0.00636
Clock: 0.0708 / 0.135 / 0.0228 / 0.0638
Power is estimated from default activity; no workload was simulated.
